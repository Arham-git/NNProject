==> run.sh <==
#!/bin/bash
# OpenROAD 26Q1-2900-gdf79404cd8, Yosys 0.63+post, stock flow scripts
make -C /OpenROAD-flow-scripts/flow DESIGN_CONFIG=/design/flow/config.mk WORK_HOME=/design/flow/orfs finish
==> constraint.sdc <==
current_design IEEE754LUT

set clk_period 1.7
set clk_io_pct 0.2

create_clock -name clk0 -period $clk_period

set non_clock_inputs [all_inputs -no_clocks]
set_input_delay [expr $clk_period * $clk_io_pct] -clock clk0 $non_clock_inputs
set_output_delay [expr $clk_period * $clk_io_pct] -clock clk0 [all_outputs]
==> design.v <==
`timescale 1ns / 1ps
module IEEE754LUT(
    input [7:0] data_in ,
    output reg[31:0] data_out 
);
reg [0:7] data;
always @(*) 
begin
    data  <= data_in;
    case(data)
        8'h00: data_out = 32'h0;
        8'h01: data_out = 32'h3f800000;
        8'h02: data_out = 32'h40000000;
        8'h03: data_out = 32'h40400000;
        8'h04: data_out = 32'h40800000;
        8'h05: data_out = 32'h40a00000;
        8'h06: data_out = 32'h40c00000;
        8'h07: data_out = 32'h40e00000;
        8'h08: data_out = 32'h41000000;
        8'h09: data_out = 32'h41100000;
        8'h0a: data_out = 32'h41200000;
        8'h0b: data_out = 32'h41300000;
        8'h0c: data_out = 32'h41400000;
        8'h0d: data_out = 32'h41500000;
        8'h0e: data_out = 32'h41600000;
        8'h0f: data_out = 32'h41700000;
        8'h10: data_out = 32'h41800000;
        8'h11: data_out = 32'h41880000;
        8'h12: data_out = 32'h41900000;
        8'h13: data_out = 32'h41980000;
        8'h14: data_out = 32'h41a00000;
        8'h15: data_out = 32'h41a80000;
        8'h16: data_out = 32'h41b00000;
        8'h17: data_out = 32'h41b80000;
        8'h18: data_out = 32'h41c00000;
        8'h19: data_out = 32'h41c80000;
        8'h1a: data_out = 32'h41d00000;
        8'h1b: data_out = 32'h41d80000;
        8'h1c: data_out = 32'h41e00000;
        8'h1d: data_out = 32'h41e80000;
        8'h1e: data_out = 32'h41f00000;
        8'h1f: data_out = 32'h41f80000;
        8'h20: data_out = 32'h42000000;
        8'h21: data_out = 32'h42040000;
        8'h22: data_out = 32'h42080000;
        8'h23: data_out = 32'h420c0000;
        8'h24: data_out = 32'h42100000;
        8'h25: data_out = 32'h42140000;
        8'h26: data_out = 32'h42180000;
        8'h27: data_out = 32'h421c0000;
        8'h28: data_out = 32'h42200000;
        8'h29: data_out = 32'h42240000;
        8'h2a: data_out = 32'h42280000;
        8'h2b: data_out = 32'h422c0000;
        8'h2c: data_out = 32'h42300000;
        8'h2d: data_out = 32'h42340000;
        8'h2e: data_out = 32'h42380000;
        8'h2f: data_out = 32'h423c0000; 
        8'h30: data_out = 32'h42400000;
        8'h31: data_out = 32'h42440000;
        8'h32: data_out = 32'h42480000;
        8'h33: data_out = 32'h424c0000;
        8'h34: data_out = 32'h42500000;
        8'h35: data_out = 32'h42540000;
        8'h36: data_out = 32'h42580000;
        8'h37: data_out = 32'h425c0000;
        8'h38: data_out = 32'h42600000;
        8'h39: data_out = 32'h42640000;
        8'h3a: data_out = 32'h42680000;
        8'h3b: data_out = 32'h426c0000;
        8'h3c: data_out = 32'h42700000;
        8'h3d: data_out = 32'h42740000;
        8'h3e: data_out = 32'h42780000;
        8'h3f: data_out = 32'h427c0000;
        8'h40: data_out = 32'h42800000;
        8'h41: data_out = 32'h42820000;
        8'h42: data_out = 32'h42840000;
        8'h43: data_out = 32'h42860000;
        8'h44: data_out = 32'h42880000;
        8'h45: data_out = 32'h428a0000;
        8'h46: data_out = 32'h428c0000;
        8'h47: data_out = 32'h428e0000;
        8'h48: data_out = 32'h42900000;
        8'h49: data_out = 32'h42920000;
        8'h4a: data_out = 32'h42940000;
        8'h4b: data_out = 32'h42960000;
        8'h4c: data_out = 32'h42980000;
        8'h4d: data_out = 32'h429a0000;
        8'h4e: data_out = 32'h429c0000;
        8'h4f: data_out = 32'h429e0000;
        8'h50: data_out = 32'h42a00000;
        8'h51: data_out = 32'h42a20000;
        8'h52: data_out = 32'h42a40000;
        8'h53: data_out = 32'h42a60000;
        8'h54: data_out = 32'h42a80000;
        8'h55: data_out = 32'h42aa0000;
        8'h56: data_out = 32'h42ac0000;
        8'h57: data_out = 32'h42ae0000;
        8'h58: data_out = 32'h42b00000;
        8'h59: data_out = 32'h42b20000;
        8'h5a: data_out = 32'h42b40000;
        8'h5b: data_out = 32'h42b60000;
        8'h5c: data_out = 32'h42b80000;
        8'h5d: data_out = 32'h42ba0000;
        8'h5e: data_out = 32'h42bc0000;
        8'h5f: data_out = 32'h42be0000;
        8'h60: data_out = 32'h42c00000;
        8'h61: data_out = 32'h42c20000;
        8'h62: data_out = 32'h42c40000;
        8'h63: data_out = 32'h42c60000;
        8'h64: data_out = 32'h42c80000;
        8'h65: data_out = 32'h42ca0000;
        8'h66: data_out = 32'h42cc0000;
        8'h67: data_out = 32'h42ce0000;
        8'h68: data_out = 32'h42d00000;
        8'h69: data_out = 32'h42d20000;
        8'h6a: data_out = 32'h42d40000;
        8'h6b: data_out = 32'h42d60000;
        8'h6c: data_out = 32'h42d80000;
        8'h6d: data_out = 32'h42da0000;
        8'h6e: data_out = 32'h42dc0000;
        8'h6f: data_out = 32'h42de0000;
        8'h70: data_out = 32'h42e00000;
        8'h71: data_out = 32'h42e20000;
        8'h72: data_out = 32'h42e40000;
        8'h73: data_out = 32'h42e60000;
        8'h74: data_out = 32'h42e80000;
        8'h75: data_out = 32'h42ea0000;
        8'h76: data_out = 32'h42ec0000;
        8'h77: data_out = 32'h42ee0000;
        8'h78: data_out = 32'h42f00000;
        8'h79: data_out = 32'h42f20000;
        8'h7a: data_out = 32'h42f40000;
        8'h7b: data_out = 32'h42f60000;
        8'h7c: data_out = 32'h42f80000;
        8'h7d: data_out = 32'h42fa0000;
        8'h7e: data_out = 32'h42fc0000;
        8'h7f: data_out = 32'h42fe0000;
        8'h80: data_out = 32'h43000000;
        8'h81: data_out = 32'h43010000;
        8'h82: data_out = 32'h43020000;
        8'h83: data_out = 32'h43030000;
        8'h84: data_out = 32'h43040000;
        8'h85: data_out = 32'h43050000;
        8'h86: data_out = 32'h43060000;
        8'h87: data_out = 32'h43070000;
        8'h88: data_out = 32'h43080000;
        8'h89: data_out = 32'h43090000;
        8'h8a: data_out = 32'h430a0000;
        8'h8b: data_out = 32'h430b0000;
        8'h8c: data_out = 32'h430c0000;
        8'h8d: data_out = 32'h430d0000;
        8'h8e: data_out = 32'h430e0000;
        8'h8f: data_out = 32'h430f0000;
        8'h90: data_out = 32'h43100000;
        8'h91: data_out = 32'h43110000;
        8'h92: data_out = 32'h43120000;
        8'h93: data_out = 32'h43130000;
        8'h94: data_out = 32'h43140000;
        8'h95: data_out = 32'h43150000;
        8'h96: data_out = 32'h43160000;
        8'h97: data_out = 32'h43170000;
        8'h98: data_out = 32'h43180000;
        8'h99: data_out = 32'h43190000;
        8'h9a: data_out = 32'h431a0000;
        8'h9b: data_out = 32'h431b0000;
        8'h9c: data_out = 32'h431c0000;
        8'h9d: data_out = 32'h431d0000;
        8'h9e: data_out = 32'h431e0000;
        8'h9f: data_out = 32'h431f0000;
        8'ha0: data_out = 32'h43200000;
        8'ha1: data_out = 32'h43210000;
        8'ha2: data_out = 32'h43220000;
        8'ha3: data_out = 32'h43230000;
        8'ha4: data_out = 32'h43240000;
        8'ha5: data_out = 32'h43250000;
        8'ha6: data_out = 32'h43260000;
        8'ha7: data_out = 32'h43270000;
        8'ha8: data_out = 32'h43280000;
        8'ha9: data_out = 32'h43290000;
        8'haa: data_out = 32'h432a0000;
        8'hab: data_out = 32'h432b0000;
        8'hac: data_out = 32'h432c0000;
        8'had: data_out = 32'h432d0000;
        8'hae: data_out = 32'h432e0000;
        8'haf: data_out = 32'h432f0000;
        8'hb0: data_out = 32'h43300000;
        8'hb1: data_out = 32'h43310000;
        8'hb2: data_out = 32'h43320000;
        8'hb3: data_out = 32'h43330000;
        8'hb4: data_out = 32'h43340000;
        8'hb5: data_out = 32'h43350000;
        8'hb6: data_out = 32'h43360000;
        8'hb7: data_out = 32'h43370000;
        8'hb8: data_out = 32'h43380000;
        8'hb9: data_out = 32'h43390000;
        8'hba: data_out = 32'h433a0000;
        8'hbb: data_out = 32'h433b0000;
        8'hbc: data_out = 32'h433c0000;
        8'hbd: data_out = 32'h433d0000;
        8'hbe: data_out = 32'h433e0000;
        8'hbf: data_out = 32'h433f0000;
        8'hc0: data_out = 32'h43400000;
        8'hc1: data_out = 32'h43410000;
        8'hc2: data_out = 32'h43420000;
        8'hc3: data_out = 32'h43430000;
        8'hc4: data_out = 32'h43440000;
        8'hc5: data_out = 32'h43450000;
        8'hc6: data_out = 32'h43460000;
        8'hc7: data_out = 32'h43470000;
        8'hc8: data_out = 32'h43480000;
        8'hc9: data_out = 32'h43490000;
        8'hca: data_out = 32'h434a0000;
        8'hcb: data_out = 32'h434b0000;
        8'hcc: data_out = 32'h434c0000;
        8'hcd: data_out = 32'h434d0000;
        8'hce: data_out = 32'h434e0000;
        8'hcf: data_out = 32'h434f0000;
        8'hd0: data_out = 32'h43500000;
        8'hd1: data_out = 32'h43510000;
        8'hd2: data_out = 32'h43520000;
        8'hd3: data_out = 32'h43530000;
        8'hd4: data_out = 32'h43540000;
        8'hd5: data_out = 32'h43550000;
        8'hd6: data_out = 32'h43560000;
        8'hd7: data_out = 32'h43570000;
        8'hd8: data_out = 32'h43580000;
        8'hd9: data_out = 32'h43590000;
        8'hda: data_out = 32'h435a0000;
        8'hdb: data_out = 32'h435b0000;
        8'hdc: data_out = 32'h435c0000;
        8'hdd: data_out = 32'h435d0000;
        8'hde: data_out = 32'h435e0000;
        8'hdf: data_out = 32'h435f0000;
        8'he0: data_out = 32'h43600000;
        8'he1: data_out = 32'h43610000;
        8'he2: data_out = 32'h43620000;
        8'he3: data_out = 32'h43630000;
        8'he4: data_out = 32'h43640000;
        8'he5: data_out = 32'h43650000;
        8'he6: data_out = 32'h43660000;
        8'he7: data_out = 32'h43670000;
        8'he8: data_out = 32'h43680000;
        8'he9: data_out = 32'h43690000;
        8'hea: data_out = 32'h436a0000;
        8'heb: data_out = 32'h436b0000;
        8'hec: data_out = 32'h436c0000;
        8'hed: data_out = 32'h436d0000;
        8'hee: data_out = 32'h436e0000;
        8'hef: data_out = 32'h436f0000;
        8'hf0: data_out = 32'h43700000;
        8'hf1: data_out = 32'h43710000;
        8'hf2: data_out = 32'h43720000;
        8'hf3: data_out = 32'h43730000;
        8'hf4: data_out = 32'h43740000;
        8'hf5: data_out = 32'h43750000;
        8'hf6: data_out = 32'h43760000;
        8'hf7: data_out = 32'h43770000;
        8'hf8: data_out = 32'h43780000;
        8'hf9: data_out = 32'h43790000;
        8'hfa: data_out = 32'h437a0000;
        8'hfb: data_out = 32'h437b0000;
        8'hfc: data_out = 32'h437c0000;
        8'hfd: data_out = 32'h437d0000;
        8'hfe: data_out = 32'h437e0000;
        8'hff: data_out = 32'h437f0000;
    endcase
end
endmodule
==> config.mk <==
export PLATFORM = sky130hd
export DESIGN_NAME = IEEE754LUT
export DESIGN_NICKNAME = IEEE754LUT
export VERILOG_FILES = /design/flow/design.v
export SDC_FILE = /design/flow/constraint.sdc
export NUM_CORES = 4
export LEC_CHECK = 1
export CORE_AREA = 10 10 70 70
export DIE_AREA = 0 0 80 80
export SYNTH_MEMORY_MAX_BITS = 65536
==> metrics.csv <==
stage,metric,value,unit
yosys,yosys cell count,77,
place,RD Place Congestion,0.7887,
floorplan,chip area,6400,µm²
critical_path,Worst Setup Start Kind,input pin,
yosys,Ys Warns,1,
cells_and_area,flop count,0,
outcome,status,"complete, no violations",
critical_path,CP max stage delay,0.24,ns
power,Cell Pwr Density,201.4,nW/µm²
detailed_routing,Avg Vias per Cell,3.585,
detailed_routing,number of vias in the routed layout,570,
power,Lkg Pwr,0.4147,nW
yosys,distinct lib cells,24,
critical_path,"critical path, cell by cell",buf_4 -> buf_6 -> inv_1 -> buf_4 -> o311ai_1 -> a22o_1 -> dlygate4sd2_1,
floorplan,FP Core Util,13.59,%
timing,worst hold slack,1.211,ns
power,total power,0.1666,mW
floorplan,DIE WIDTH,80,µm
timing,crit share post-route,96.87,%
timing,post-route setup TNS,0,ns
cells_and_area,clock buf count,0,
run,maxcap violations,0,
place,placed insts,153,
timing,final hold vios,0,
timing,worst setup margin,0.05324,ns
timing,Final Max Tran Viols,0,
critical_path,kind of critical path,in2out,
cells_and_area,FILL cells,390,
critical_path,CP Max Fanout,6,
global_route,GRT overflow,0,
clocking,Post-CTS Hold Buffers,0,
timing,# setup viols final,0,
cells_and_area,area grow syn2layout,78.17,%
cells_and_area,Register Area,0,µm²
detailed_routing,final wirelength,1.780,mm
run,stage-log warning count,32,
yosys,Synth Cell Area,464.2,µm²
cells_and_area,fraction of layout cells with a size suffix above 1,39.82,%
place,Port Buffers,23,
global_route,number of global-route vias before repair,612,
global_route,largest net degree at the start of global routing,10,
detailed_routing,number of remaining DRC errors,0,
cells_and_area,most numerous logic cells after layout,"24 x buf_4, 17 x conb_1, 13 x dlygate4sd2_1",
critical_path,Critical Path RT,1.36,ns
yosys,"Seq share, synth",0,%
detailed_routing,Routed Antenna Nets,0,
power,worst vdd ir,0.07172,mV
yosys,Mean Syn Cell Area,6.029,µm²
cells_and_area,Finished Layout Cells,159,
floorplan,Core Box Area,3416,µm²
yosys,cells after synthesis,77,
timing,Final min period,1.647,ns
timing,fmax,0.6073,GHz
floorplan,die y size,80,µm
critical_path,slowest CP cell,dlygate4sd2_1,
detailed_routing,Detailed Route Iter0 Violations,10,
min_path,Min-Delay Path Class,in2out,
global_route,total track usage,5.222,%
detailed_routing,drt pass-1 iters,4,
floorplan,row cnt,21,
yosys,Yosys chip area,464.2,µm²
critical_path,cell mode on critical path,buf_4,
detailed_routing,WL per Instance,11.19,µm
floorplan,Boundary Pins,40,
place,DPL Wire Length,1.421,mm
min_path,hold path cells,4,
critical_path,Worst setup EP type,primary output,
global_route,initial antenna violation count,0,
place,worst slack at placement,-0.7656,ns
detailed_routing,Antenna diodes,0,
critical_path,Worst EP arrival,1.31,ns
global_route,first-pass GRT wire length,2.849,mm
cells_and_area,most numerous logic cell after layout,buf_4,
path summary, 6_finish.rpt:
| kind | slack, ns | end | startpoint |
|---|---|---|---|
| hold / removal | 1.21 | data_out[18] | data_in[1] |
| setup / recovery | 0.05 | data_out[21] | data_in[6] |
routing by layer:
metal  GRT usage (%)  wire [µm]  up-vias
met5               0          0        -
met4          0.1761          0        0
met3           1.136         94        0
met2           9.390        871       19
met1           6.473        814      256
li1                -          -      295
layout make-up:
| type | instances | area, µm² | area share [%] |
|---|---|---|---|
| tap | 46 | 57.56 | 6.959 |
| timing repair buffer | 46 | 380.4 | 45.99 |
| multi-input combinational | 63 | 374.1 | 45.23 |
| inverter | 4 | 15.01 | 1.815 |
synthesized netlist by cell type:
library cell,count,area (µm²)
buf_4,22,165.2
clkbuf_1,1,3.750
o21ai_1,1,5.000
a22o_1,2,17.52
o21ai_0,7,35.03
nand2_1,12,45.04
a21o_1,1,7.510
and3_1,2,12.51
o311ai_1,1,8.760
o21ai_2,1,8.760
and2_1,1,6.260
nand2b_1,1,6.260
nor4_1,1,6.260
a21oi_1,7,35.03
a211oi_1,2,15.01
nor3_1,1,5.000
nand3_1,1,5.000
nor2_1,3,11.26
conb_1,1,3.750
inv_1,4,15.01
nor2b_2,1,8.760
clkbuf_2,1,5.000
buf_6,2,22.52
a221o_1,1,10.01
what timing repair did:
item	in CTS	in global routing
gates resized	72	4
setup buffers	4	1
pin swaps	8	2
cloned	1	0
setup endpoints to repair	15	4
worst max-delay path: cells and delay by family:
family / cells / cell delay [ns]
buffers and inverters: 5 / 0.69
AND-OR/OR-AND: 2 / 0.28
report_power, final:
part           switching, mW  internal, mW  leakage (nW)
Sequential                 0             0             0
Combinational         0.0732        0.0934         0.415
Clock                      0             0             0
stage by stage:
step           utilization, %  area, µm²
4_1_cts                 23.66      808.3
5_1_grt                 24.21      827.0
2_1_floorplan               -      524.3
3_5_place_dp            21.76      743.2
6_report                24.21      827.0
3_3_place_gp            21.76      743.2
cell families (layout without fill, tap and decap cells):
logic type / Yosys count / count (layout) / synth area share (%)
other: 1 / 17 / 0.8078
buffers and inverters: 30 / 50 / 45.55
AOI/OAI and AO/OA: 23 / 23 / 30.73
and+or+nand+nor: 23 / 23 / 22.91
No activity file was given, so power comes from the tool's default toggle rates.
