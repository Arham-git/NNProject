==> design.v <==
module FP_Mul#(parameter XLEN=32)
                                (input [XLEN-1:0]A,
                                 input [XLEN-1:0]B,
                                 output reg  [XLEN-1:0] result);
reg [23:0] A_Mantissa,B_Mantissa;
reg [22:0] Mantissa;
reg [47:0] Temp_Mantissa;
reg [7:0] A_Exponent,B_Exponent,Temp_Exponent,Exponent;
reg A_sign,B_sign,Sign;
reg [32:0] Temp;
reg [6:0] exp_adjust;
always@(*)
begin
A_Mantissa = {1'b1,A[22:0]};
A_Exponent = A[30:23];
A_sign = A[31];
B_Mantissa = {1'b1,B[22:0]};
B_Exponent = B[30:23];
B_sign = B[31];
Temp_Exponent = A_Exponent+B_Exponent-127;
Temp_Mantissa = A_Mantissa*B_Mantissa;
Mantissa = Temp_Mantissa[47] ? Temp_Mantissa[46:24] : Temp_Mantissa[45:23];
Exponent = Temp_Mantissa[47] ? Temp_Exponent+1'b1 : Temp_Exponent;
Sign = A_sign^B_sign;
result = {Sign,Exponent,Mantissa};
end
endmodule
==> run.sh <==
#!/bin/bash
# OpenROAD 26Q1-2900-gdf79404cd8, Yosys 0.63+post, stock flow scripts
make -C /OpenROAD-flow-scripts/flow DESIGN_CONFIG=/design/flow/config.mk WORK_HOME=/design/flow/orfs finish
==> config.mk <==
export PLATFORM = sky130hd
export DESIGN_NAME = FP_Mul
export DESIGN_NICKNAME = FP_Mul
export VERILOG_FILES = /design/flow/design.v
export SDC_FILE = /design/flow/constraint.sdc
export NUM_CORES = 4
export LEC_CHECK = 1
export CORE_UTILIZATION = 40
==> constraint.sdc <==
current_design FP_Mul

set clk_period 34.3
set clk_io_pct 0.2

create_clock -name clk0 -period $clk_period

set non_clock_inputs [all_inputs -no_clocks]
set_input_delay [expr $clk_period * $clk_io_pct] -clock clk0 $non_clock_inputs
set_output_delay [expr $clk_period * $clk_io_pct] -clock clk0 [all_outputs]
==> impl_metrics.csv <==
group,metric,value,unit
worst_setup_path,worstPathArrival,15280,ps
floorplan,io_pins,96,
worst_setup_path,worst_setup_path_start_kind,"input pin",
finish,fill_cells,4546,
grt,grt_use_total,0.237,
min_path,min_path_type,"input pin to output port",
finish,fin_area,0.0210,sq mm
synth,synthTopCellsByCount,"inv_1 (598), fa_1 (482), nand2_1 (296)",
synth,top_area_cell,"fa_1",
finish,flop_area,0,sq um
routing,wl_per_cell,18.2,um
routing,remaining_drc_errors,0,
sta,slew_headroom,0.547,
worst_setup_path,endpoint_kind,"output port",
floorplan,dieHeight,222,um
placed_design,place_congestion,0.966,
grt,grt_pass1_vias,15440,
routing,vias,14283,
finish,design.seq.count,0,
sta,post-route-period-util,0.645,
worst_setup_path,path_max_fanout,25,
grt,gr-total-overflow,0,
routing,detail_route.first_pass.iterations,6,
synth,ys_types,56,
worst_setup_path,crit_type,"input pin to output port",
placed_design,placed_cell_area,0.0210,sq mm
sta,timing.hold.ws,14640,ps
grt,antenna_found_initial,0,
sta,max_freq,0.0452,GHz
floorplan,core_area,0.0477,sq mm
clock_tree,cts_resized,0,
floorplan,chipWidth,222,um
finish,utilization,0.440,
clock_tree,post_cts_buffers,0,
synth,ys_warn_count,1,
power_and_ir_drop,leakage,0.0109,uW
sta,hold_viol_final,0,
grt,grt_start_max_net_pins,26,
min_path,hold_depth,3,
synth,top_cell_area_share,0.499,
power_and_ir_drop,p_sw_frac,0.536,
clock_tree,postCtsHoldBufs,0,
worst_setup_path,cpMostUsedCell,"fa_1",
job,max-cap-violations,0,
synth,ys_chip_area,0.0194,sq mm
power_and_ir_drop,internal_power,2630,uW
synth,syn_area,0.0194,sq mm
synth,netlist_top_cells_area,"fa_1 (50%), ha_1 (12%), inv_1 (12%)",
power_and_ir_drop,p_total,5670,uW
routing,wl,52000,um
sta,rsz0062_at_grt,"false",
placed_design,io_buffer_count,96,
floorplan,rows,80,
synth,ys_seq_frac,0,
sta,maxSlewViolCount,0,
synth,avgSynthCellArea,8.76,sq um
routing,via_per_inst,4.99,
sta,setup_viol_count_final,0,
worst_setup_path,cp_slowest_cell,"clkdlybuf4s50_1",
synth,ys_cells,2210,
job,log.warning_count,33,
power_and_ir_drop,p_per_area,270,mW/mm^2
routing,ant_nets,0,
synth,synth_top_cell_by_count,"inv_1",
power_and_ir_drop,ir_drop,0.000619,V
synth,synth_cells,2210,
worst_setup_path,worstPathRequired,27440,ps
floorplan,die_area,0.0493,sq mm
finish,mi_logic_area,0.0167,sq mm
sta,worst_pin_slew,674,ps
finish,area_growth,8.51,%
floorplan,initCoreUtil,0.405,
sta,tns,0,ps
sta,min_period,22140,ps
power_and_ir_drop,power.switching,3040,uW
placed_design,dp_hpwl,41400,um
finish,post_route_cells_drive_above_1_share,0.0342,
outcome,status,"completed",
finish,clkbuf_count,0,
worst_setup_path,cpPeakStageDelay,540,ps
grt,grt_pass1_wl,84600,um
routing,drt_iter0_markers,503,
==> area by class of cell <==
class	instances	area share
Antenna cell	1	0.000119
Inverter	600	0.107
Multi-Input combinational cell	1506	0.793
Tap cell	615	0.0366
Timing Repair Buffer	143	0.0626
==> cells by family (layout without fill, tap and decap cells) <==
group	count (synthesis)	count (layout)	share of synthesized area
other cells	0	1	0
mux	19	19	0.0111
buf+inv	704	743	0.139
simple gates	635	635	0.162
fa+ha+maj	665	665	0.617
compound gates	143	143	0.0499
xor+xnor	44	44	0.0209
==> critical path, delay by kind of cell <==
family          cells  cell delay [ps]
compound gates      6             1130
buf+inv            11             2440
fa+ha+maj           8             3760
xor+xnor            1              390
simple gates        3              680
==> final timing paths <==
check,start,end
max,B[8],result[22]
min,B[31],result[31]
==> placed cells by master (no fill, tap or decap), types with 16 or more instances in the layout <==
cell type | synthesis | layout
buf_4 | 1 | 47
inv_1 | 598 | 598
a21o_1 | 18 | 18
o21ai_0 | 25 | 25
nand2_1 | 296 | 296
clkdlybuf4s50_1 | 0 | 96
a21oi_1 | 45 | 45
xnor2_1 | 28 | 28
ha_1 | 183 | 183
fa_1 | 482 | 482
nor2_1 | 52 | 52
and2_1 | 241 | 241
mux2_2 | 16 | 16
==> power groups by stage <==
stage / clock (uW) / sequential (uW) / combinational, uW
4_1_cts: 0 / 0 / 5730
5_1_grt: 0 / 0 / 6370
==> metal layers <==
metal | vias to the layer above | share of wire | global-route usage | wire length (um)
met2 | 591 | 0.49 | 0.382 | 25600
met1 | 7139 | 0.38 | 0.315 | 19800
li1 | 6486 | - | - | -
met4 | 0 | 0.022 | 0.0444 | 1160
met3 | 67 | 0.10 | 0.0922 | 5430
met5 | - | 0 | 0.00293 | 0
==> per-stage QoR <==
| step | cells | setup slack (ps) |
|---|---|---|
| 6_report | 2865 | 12160 |
| 5_1_grt | 2864 | 11710 |
| 4_1_cts | 2864 | 12210 |
| 3_5_place_dp | 2864 | 12240 |
| 3_3_place_gp | 2864 | 12270 |
| 2_1_floorplan | 2210 | 14400 |
No activity file was given, so power comes from the tool's default toggle rates.
